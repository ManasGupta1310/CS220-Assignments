<file path="flow/run.sh">
#!/bin/bash
# OpenROAD 26Q1-2900-gdf79404cd8, Yosys 0.63+post, stock flow scripts
make -C /OpenROAD-flow-scripts/flow DESIGN_CONFIG=/design/flow/config.mk WORK_HOME=/design/flow/orfs finish
</file>
<file path="flow/config.mk">
export PLATFORM = sky130hd
export DESIGN_NAME = eight_bit_adder
export DESIGN_NICKNAME = eight_bit_adder
export VERILOG_FILES = /design/flow/design.v
export SDC_FILE = /design/flow/constraint.sdc
export NUM_CORES = 4
export LEC_CHECK = 1
export CORE_AREA = 10 10 70 70
export DIE_AREA = 0 0 80 80
</file>
<file path="flow/constraint.sdc">
current_design eight_bit_adder

set clk_period 6.2
set clk_io_pct 0.2

create_clock -name clk0 -period $clk_period

set non_clock_inputs [all_inputs -no_clocks]
set_input_delay [expr $clk_period * $clk_io_pct] -clock clk0 $non_clock_inputs
set_output_delay [expr $clk_period * $clk_io_pct] -clock clk0 [all_outputs]
</file>
<file path="flow/design.v">
module one_bit_adder (a,b,c,sum,carry);
input a;
input b;
input c;
output sum;
wire sum;
output carry;
wire carry;
assign sum = a^b^c;
assign carry = ((a&b)|(b&c)|(c&a));
endmodule
module eight_bit_adder (  input [7:0] a, input [7:0] b, input c_in,  output c_out,  output [7:0] sum);  
    wire c_out;
    wire[7:0] sum;
    wire [6:0] inter_carry;
    one_bit_adder add1(a[0],b[0],c_in,sum[0],inter_carry[0]);
    one_bit_adder add2(a[1],b[1],inter_carry[0],sum[1],inter_carry[1]);
    one_bit_adder add3(a[2],b[2],inter_carry[1],sum[2],inter_carry[2]);
    one_bit_adder add4(a[3],b[3],inter_carry[2],sum[3],inter_carry[3]);
    one_bit_adder add5(a[4],b[4],inter_carry[3],sum[4],inter_carry[4]);
    one_bit_adder add6(a[5],b[5],inter_carry[4],sum[5],inter_carry[5]);
    one_bit_adder add7(a[6],b[6],inter_carry[5],sum[6],inter_carry[6]);
    one_bit_adder add8(a[7],b[7],inter_carry[6],sum[7],c_out);
endmodule
</file>
==> run_results.csv <==
group,metric,value,unit
synth,number_of_instances_in_the_synthesized_netlist,26,
critical_path,critical_path.startpoint_type,"input pin",
layout,ff_count,0,
drt,antenna_violating_nets_post_route,0,
critical_path,cp_cell_sequence,"dlygate4sd2_1 -> inv_2 -> fa_2 -> inv_2 -> fa_2 -> fa_2 -> fa_2 -> fa_2 -> fa_2 -> fa_2 -> inv_2 -> fa_1 -> inv_1 -> dlygate4sd2_1",
flow_run,openroad.warnings,32,
synth,yosysWarningCount,0,
critical_path,critical_path_peak_fanout,1,
synth,cells_in_synth_stat_txt,26,
power,leakage_component_of_the_power,0.208,nW
grt,first_global_vias,263,
floorplan,floorplan.die.width,80,um
min_path,hold_end,"sum[7]",
placement,port_buffers,26,
synth,postSynthAreaPerCell,9.91,um^2
critical_path,timing.critical_path.to_type,"output port",
drt,diodes,0,
critical_path,timing.critical_path.buf_inv,6,
critical_path,cp_num_cells,14,
clock_network,cts_hold_repair.buffers,0,
min_path,hold_path.startpoint,"b[7]",
min_path,timing.hold.worst.class,"input pin to output port",
critical_path,worst-setup-path-type,"input pin to output port",
synth,yosysUniqueCellTypes,3,
synth,netlist_area,258,um^2
grt,gr-usage-all-layers,2.33,%
critical_path,worst-endpoint-arrival,4690,ps
floorplan,core_util_floorplan,7.55,%
placement,gp_congestion,0.834,
floorplan,coreArea,3420,um^2
final_timing,period_used_share,95.6,%
layout,filler_cell_count,392,
power,power-per-cell-area,83.7,nW/um^2
placement,dpl.hpwl,747,um
critical_path,cell_with_the_most_instances_on_the_worst_path,"fa_2",
final_timing,timing_hold_violations_final,0,
drt,detailedRoute.firstPassIterationCount,2,
critical_path,timing.critical_path.slowest_stage_cell,"fa_1",
run_status,status,"complete, no violations",
final_timing,finalCriticalPeriod,5930,ps
final_timing,tightest_slew,101,ps
power,design_power_total,0.0000442,W
critical_path,crit_family,"adder cells",
grt,maximum_number_of_pins_on_one_net_before_global_route_repair,2,
drt,post_drt_wl_per_cell,8.58,um
floorplan,io_pins,26,
floorplan,rows,21,
floorplan,y_dimension_of_the_die,80,um
layout,number_of_clock_tree_buffers_in_the_layout,0,
final_timing,timing.hold.ws,3360,ps
synth,yosys.stat.chipArea,258,um^2
grt,initial_antenna_violation_count,0,
drt,remaining_drc_errors,0,
critical_path,slowest_delay,390,ps
drt,detailroute.via_count,212,
final_timing,timing.slew.headroom,93.2,%
critical_path,crit_required,4960,ps
drt,drt-total-wl,772,um
flow_run,maxCapViolations,0,
power,vdd.ir_drop.worst,0.0216,mV
drt,detailedRoute.firstIterationViolations,2,
synth,synth.yosys.seq_area_share,0,%
final_timing,grt_setup_unrepaired,"false",
grt,grt_overflow_total,0,
final_timing,finalSetupViolations,0,
drt,route.detailed.vias_per_inst,2.36,
floorplan,chipArea,6400,um^2
grt,wire_length_of_the_first_global_routing_pass,1180,um
layout,post_route_cells_drive_above_1_share,27.3,%
final_timing,finalMaxSlewViolations,0,
layout,relative_area_change_from_synthesis_to_final_layout,105,%
min_path,hold_depth,5,
layout,seqCellArea,0,um^2
final_timing,achievable-frequency,169,MHz
## timing repair
action,in CTS,in global routing
buffers inserted,0,0
gates resized,16,0
endpoints found under the setup margin,1,0
## cells in the mapped netlist
cell type  instances  area share, %
fa_1               8             62
buf_4              8             23
inv_1             10             15
## metal layers
| metal | track usage, % | routed length, um | up-vias |
|---|---|---|---|
| li1 | - | - | 96 |
| met1 | 2.64 | 287 | 92 |
| met2 | 2.89 | 229 | 24 |
| met3 | 2.84 | 255 | 0 |
| met4 | 0 | 0 | 0 |
| met5 | 0 | 0 | - |
## layout by cell type (no fill, tap or decap)
| master | count |
|---|---|
| fa_1 | 1 |
| dlygate4sd2_1 | 4 |
| fa_2 | 7 |
| inv_1 | 5 |
| clkdlybuf4s50_1 | 22 |
| inv_2 | 5 |
## stage by stage
stage	instances	utilization (%)	setup WS (ps)	setup TNS, ps	area [um^2]
global route	90	15.5	100	0	528
detailed placement	90	15.1	-316	-316	515
global placement	90	15.1	-275	-275	515
floorplan	26	-	624	0	258
CTS	90	15.5	233	0	528
finish	90	15.5	272	0	528
## layout make-up
cell class         instances  area, um^2  share of cell area (%)
repair buffers            26         255                    48.3
multi-input cells          8         178                    33.6
well taps                 46        57.6                    10.9
inverters                 10        37.5                    7.11
## cell families (layout without fill, tap and decap cells)
family,Yosys count,count (layout),share of synthesized area [%]
buffers and inverters,18,36,37.9
adders and majority gates,8,8,62.1
## tightest hold or removal path, cell delays in order
cell and delay (ps):
clkdlybuf4s50_1 390, inv_1 70, fa_1 150, inv_1 30
dlygate4sd2_1 230
## report_power, final
group / switching, W / internal, W
logic: 0.0000125 / 0.0000317
clock network: 0 / 0
registers: 0 / 0
total: 0.0000125 / 0.0000317
## worst max path at each step
stage                 startpoint      to
after CTS                   a[0]  sum[7]
after global routing        a[0]  sum[7]
final                       a[0]  sum[7]
Power figures rest on the tool's default switching activity, not on a simulated workload.
