$ cat flow/design.v
module comparator_1bit(a, b, lin, ein, gin, less, equal, greater);
    input a, b, lin, ein, gin;
    output wire less;;
    output wire equal;
    output wire greater;
    assign less = lin|ein&~a&b;
    assign equal = ein&~(a^b);
    assign greater = gin|ein&a&~b; 
endmodule
module comparator_8bit(x, y, lin, ein, gin, less, equal, greater);
    input [7:0] x;
    input [7:0] y;
    input lin, ein, gin;
    output wire less;
    output wire equal;
    output wire greater;
    wire [6:0] inter_less;
    wire [6:0] inter_equal;
    wire [6:0] inter_greater;
    comparator_1bit C7 (x[7], y[7], lin, ein, gin, inter_less[6], inter_equal[6], inter_greater[6]);
    comparator_1bit C6 (x[6], y[6], inter_less[6], inter_equal[6], inter_greater[6], inter_less[5], inter_equal[5], inter_greater[5]);
    comparator_1bit C5 (x[5], y[5], inter_less[5], inter_equal[5], inter_greater[5], inter_less[4], inter_equal[4], inter_greater[4]);
    comparator_1bit C4 (x[4], y[4], inter_less[4], inter_equal[4], inter_greater[4], inter_less[3], inter_equal[3], inter_greater[3]);
    comparator_1bit C3 (x[3], y[3], inter_less[3], inter_equal[3], inter_greater[3], inter_less[2], inter_equal[2], inter_greater[2]);
    comparator_1bit C2 (x[2], y[2], inter_less[2], inter_equal[2], inter_greater[2], inter_less[1], inter_equal[1], inter_greater[1]);
    comparator_1bit C1 (x[1], y[1], inter_less[1], inter_equal[1], inter_greater[1], inter_less[0], inter_equal[0], inter_greater[0]);
    comparator_1bit C0 (x[0], y[0], inter_less[0], inter_equal[0], inter_greater[0], less, equal, greater);
endmodule
$ cat flow/run.sh
#!/bin/bash
# OpenROAD 26Q1-2900-gdf79404cd8, Yosys 0.63+post, stock flow scripts
make -C /OpenROAD-flow-scripts/flow DESIGN_CONFIG=/design/flow/config.mk WORK_HOME=/design/flow/orfs finish
$ cat flow/config.mk
export PLATFORM = sky130hd
export DESIGN_NAME = comparator_8bit
export DESIGN_NICKNAME = comparator_8bit
export VERILOG_FILES = /design/flow/design.v
export SDC_FILE = /design/flow/constraint.sdc
export NUM_CORES = 4
export LEC_CHECK = 1
export CORE_AREA = 10 10 70 70
export DIE_AREA = 0 0 80 80
$ cat flow/constraint.sdc
current_design comparator_8bit

set clk_period 2.5
set clk_io_pct 0.2

create_clock -name clk0 -period $clk_period

set non_clock_inputs [all_inputs -no_clocks]
set_input_delay [expr $clk_period * $clk_io_pct] -clock clk0 $non_clock_inputs
set_output_delay [expr $clk_period * $clk_io_pct] -clock clk0 [all_outputs]
==> summary.txt <==
Physical implementation.

- The run finished with clean final reports.
- The remaining antenna violation count is 0.
- The worst-case max-slew headroom was logged as 86.0%.
- Cells fill 19.6% of the core in the end.
- The count of distinct cell types in the synthesized netlist is 21.
- For reference, the top cells by area after synthesis are maj3_2 (11%), a221o_1 (9.4%), xnor2_1 (8.2%).
- The count of synthesis-stage warnings from yosys is 0.
- After detailed routing, the total wire length is 991 um.
- Sequential cells were found to cover 0% of the synthesized design area.
- Counting pins that exceed their max-slew limit in the final report gives 0.
- The highest ir drop seen on vdd is 0.0438 mV.
- The global-route track usage on met2 is 4.74%.
- The average wire per cell in the routed design is between 8 and 9 um.
- RePlAce ended its routability-driven mode at a weighted congestion of 0.743.
- The number of detailed-route iterations in the first pass is 2.
- The start point of the worst min-delay path is ein.
- Global routing finished with a remaining overflow of 0.
- The total routing resource utilization after global routing is 3.19%.
- The first-pass GRT wire length is ~1800 um.
- The vertical extent of the die is 80 um.
- The achievable clock frequency is 414 MHz.
- The pre-placement core utilization is 9.38%.
- The synthesis-to-layout area growth is 109%.
- The met3 routing resource usage after global routing is 1.25%.
- The leakage power is 0.296 nW.
- The flop count is 0.
- The count of instantiated cells in the yosys netlist is 38.
- The final critical path takes up 96.7% of the cycle.
- The portion of total power attributed to the clock network is 0%.
- The initialized floorplan defines 21 standard-cell rows.
- The worst hold path terminates at greater.
- Per the detail_route report, inserted antenna diodes total 0.
- The chip occupies 6400 sq um.
- The top cell type by area accounts for 10.5% of the synthesized area.
- The design internal power is 57.4 uW.
- The run reported a max-capacitance violation count of 0.
- Setup repair after global routing left no endpoint under its margin.
- By count the netlist is led by inv_1 (5), nand2b_1 (4).
- The via count is 369.
- The data arrival time of the critical path is around 1900 ps.
- The type of destination of the critical path is a primary output.
- In this run the most used layer during global routing was met2.
- The type recorded for the worst min-delay path is in -> out.
- Cells with a size suffix above 1 make up 45.7% of the layout.
- The report gives the cell count of the worst hold path as 5.
- The average cell area after synthesis is 8.43 sq um.
- The area of the core region is 3420 sq um.
- The largest area contributor in the netlist is maj3_2.
- The final critical-path required period is 2420 ps.
- The most popular library cell in the synthesized design by count is inv_1.
- The total tool warning count is 32.
- In this run, flip-flops and latches consume 0% of the power.
- The placement report lists the number of port buffers as 22.
- From the final report, the count of setup violators was given as 0.
- Per the detail_route report, vias per standard cell equal roughly 3.2.
- The first-iteration detailed-routing DRC count is 3.
- The via count of the first global-routing pass was ~400.
- Entering global routing, the biggest net connects 4 pins.
- The final-layout clock buffer total is 0.
- The total power density per cell area is 136 nW/um^2.
- For this design the total switching power over the nets is between 30 and 40 uW.
- The chip width is 80 um.
- The worst endpoint required time is 2000 ps.
- The highest net fanout along the worst path is 2.
- The met1 track demand over resource in global routing is between 4 and 5%.
- Of the total power, combinational logic draws 100.0%.
- The final timing report lists a hold violation count of 0.
- Per the layout report, the design carries 386 filler cells.
- The HPWL reported at the end of detailed placement is 894 um.
- The worst hold-check slack is 1750 ps.
- The chip area in the Yosys report is roughly 320 sq um.
- The worst setup path is of the in -> out kind.
- The count of boundary I/O pins is 22.
- The worst setup path is launched from an input pin.
- The number of remaining DRC errors is 0.
- The synthesized cell area is 320 sq um.
- Registers take 0 sq um.
- The number of antenna violations at the first check in global routing came to 0.
- The total of hold buffers inserted after clock tree synthesis is 0.
- At the pin with the least slew margin, the transition time is 209 ps.
- The switching part of the total is 37.3%.
- Setup total negative slack on the finished layout was measured at 0 ps.
- The cell count after synthesis is 38.
## placed cells by master (no fill, tap or decap)
cell type	n
maj3_2	4
and3_4	1
a221o_1	3
nand2b_1	2
clkdlybuf4s15_1	4
nor2b_2	1
a221o_2	1
a21oi_1	1
nor3b_4	1
xnor2_1	3
nor2b_1	2
clkbuf_2	1
nor4b_4	1
maj3_1	1
clkdlybuf4s50_1	4
xor2_2	1
o21bai_1	1
nand3_1	1
dlygate4sd2_1	9
a21boi_2	2
buf_4	10
nand2_1	1
nand2b_4	2
nor3b_2	1
buf_2	4
inv_1	5
and2b_2	2
or2b_1	1
## metal layers
metal	part of all wire, %	vias up
met5	0	-
met4	0	0
met3	14	0
met2	36	16
met1	50	154
li1	-	199
## worst max-delay path, cell delays in order
cell	delay [ps]
dlygate4sd2_1	240
or2b_1	230
buf_4	140
nand3_1	110
nor4b_4	60
buf_4	130
a221o_1	340
clkdlybuf4s15_1	170
## power by group through the flow
| stage | Sequential (mW) | Clock, mW | Combinational [mW] |
|---|---|---|---|
| CTS | 0 | 0 | 0.0929 |
| global route | 0 | 0 | 0.101 |
| finish | 0 | 0 | 0.0915 |
## what timing repair did
item,CTS,global route
pin swaps,8,4
buffers inserted,2,0
setup endpoints to repair,3,3
gates resized,37,6
## logic make-up after synthesis
family | count (synthesis) | synth area share (%)
AND-OR/OR-AND | 8 | 21.5
XOR/XNOR | 4 | 10.9
adder cells (fa/ha/maj) | 5 | 16.8
buffers and inverters | 5 | 5.86
AND/OR/NAND/NOR | 16 | 44.9
## final cells by class
class / count / area, sq um / share of cell area [%]
well taps: 46 / 57.6 / 8.58
inverters: 5 / 18.8 / 2.80
repair buffers: 32 / 259 / 38.6
multi-input cells: 33 / 335 / 50.0
## per-stage QoR
step	instance area, sq um	total power [mW]	setup WS [ps]	std cells
detailed placement	658	0.0951	-500	114
global placement	658	0.0939	-478	114
CTS	684	0.0929	0.529	116
global route	671	0.101	12.4	116
floorplan	320	0.0400	546	38
finish	671	0.0915	83.1	116
## how the worst max path moves through the flow
| stage | start | end | slack, ps | cells after the start |
|---|---|---|---|---|
| final | x[3] | greater | 80 | 8 |
| after CTS | y[7] | greater | 0.5 | 8 |
| after global routing | x[3] | greater | 10 | 8 |
No activity file was given, so power comes from the tool's default toggle rates.
