<file path="design/flow/run.sh">
#!/bin/bash
# OpenROAD 26Q1-2900-gdf79404cd8, Yosys 0.63+post, stock flow scripts
make -C /OpenROAD-flow-scripts/flow DESIGN_CONFIG=/design/flow/config.mk WORK_HOME=/design/flow/orfs finish
</file>
<file path="design/flow/config.mk">
export PLATFORM = sky130hd
export DESIGN_NAME = A2Q1_cla_adder
export DESIGN_NICKNAME = A2Q1_cla_adder
export VERILOG_FILES = /design/flow/design.v
export SDC_FILE = /design/flow/constraint.sdc
export NUM_CORES = 4
export LEC_CHECK = 1
export CORE_AREA = 10 10 70 70
export DIE_AREA = 0 0 80 80
</file>
<file path="design/flow/constraint.sdc">
current_design A2Q1_cla_adder

set clk_period 3.1
set clk_io_pct 0.2

create_clock -name clk0 -period $clk_period

set non_clock_inputs [all_inputs -no_clocks]
set_input_delay [expr $clk_period * $clk_io_pct] -clock clk0 $non_clock_inputs
set_output_delay [expr $clk_period * $clk_io_pct] -clock clk0 [all_outputs]
</file>
<file path="design/flow/design.v">
module A2Q1_cla_adder(a,b,cin,sum,cout);
    input[7:0] a,b;      
    input cin;           
    output [7:0] sum;    
    output cout;         
    wire p0,p1,p2,p3,p4,p5,p6,p7;    
    wire g0,g1,g2,g3,g4,g5,g6,g7;    
    wire c0,c1,c2,c3,c4,c5,c6,c7;    
    assign p0=(a[0]^b[0]);   
    assign p1=(a[1]^b[1]);
    assign p2=(a[2]^b[2]);
    assign p3=(a[3]^b[3]);
    assign p4=(a[4]^b[4]);
    assign p5=(a[5]^b[5]);
    assign p6=(a[6]^b[6]);
    assign p7=(a[7]^b[7]);
    assign g0=(a[0]&b[0]);   
    assign g1=(a[1]&b[1]);
    assign g2=(a[2]&b[2]);
    assign g3=(a[3]&b[3]);
    assign g4=(a[4]&b[4]);
    assign g5=(a[5]&b[5]);
    assign g6=(a[6]&b[6]);
    assign g7=(a[7]&b[7]);
    assign c0=g0|(p0&cin);   
    assign c1=g1|(p1&g0)|(p1&p0&cin);
    assign c2=g2|(p2&g1)|(p2&p1&g0)|(p2&p1&p0&cin);
    assign c3=g3|(p3&g2)|(p3&p2&g1)|(p3&p2&p1&g0)|(p3&p2&p1&p0&cin);
    assign c4=g4|(p4&g3)|(p4&p3&g2)|(p4&p3&p2&g1)|(p4&p3&p2&p1&g0)|(p4&p3&p2&p1&p0&cin);
    assign c5=g5|(p5&g4)|(p5&p4&g3)|(p5&p4&p3&g2)|(p5&p4&p3&p2&g1)|(p5&p4&p3&p2&p1&g0)|(p5&p4&p3&p2&p1&p0&cin);
    assign c6=g6|(p6&p5)|(p6&p5&g4)|(p6&p5&p4&g3)|(p6&p5&p4&p3&g2)|(p6&p5&p4&p3&p2&g1)|(p6&p5&p4&p3&p2&p1&g0)|(p6&p5&p4&p3&p2&p1&p0&cin);
    assign c7=g7|(p7&p6)|(p7&p6&g5)|(p7&p6&p5&g4)|(p7&p6&p5&p4&g3)|(p7&p6&p5&p4&p3&g2)|(p7&p6&p5&p4&p3&p2&g1)|(p7&p6&p5&p4&p3&p2&p1&g0)|(p7&p6&p5&p4&p3&p2&p1&p0&cin);
    assign sum[0]=p0^cin,
    sum[1]=p1^c0,
    sum[2]=p2^c1,
    sum[3]=p3^c2,
    sum[4]=p4^c3,
    sum[5]=p5^c4,
    sum[6]=p6^c5,
    sum[7]=p7^c6;
    assign cout=c7;
endmodule
</file>
==> impl_metrics.py <==
# Flow results
metrics = {
    "sta": {
        "slew_viol_final": 0,
        "fin_hold_ws_ns": 1.98,
        "rsz0062_at_grt": "no",
        "fmax_ghz": 0.340,
        "hold_violations": 0,
        "post-route-period-util_pct": 95.0,
        "worstMarginPinSlew_ns": 0.306,
        "max-slew-margin-rel_pct": 79.6,
        "finalSetupViolCount": 0,
        "min_period_ns": 2.94,
    },
    "placed_design": {
        "dp_cells": 115,
        "dp.final_hpwl_um": 1030,
        "placed_area_um2": 676,
        "place_congestion": 0.827,
        "port-buffer-count": 26,
    },
    "routing": {
        "drtIter0Drc": 1,
        "vias_per_cell": 3.26,
        "drc": 0,
        "drtPass1Iterations": 2,
        "drt-total-wl_um": 1140,
        "antennaDiodeCount": 0,
        "ant_nets": 0,
        "dr_total_vias": 382,
        "wl_per_cell_um": 9.77,
    },
    "setup_path": {
        "cp_common_cell": "buf_4",
        "path_class": "in -> out",
        "cp-start-kind": "input pin",
        "cp-end-kind": "output port",
        "slowest_stage": "clkdlybuf4s50_1",
        "cp.arrival_ns": 2.32,
        "cp.required_ns": 2.48,
        "slowest_delay_ns": 0.40,
        "path_max_fanout": 3,
        "crit_chain": "clkdlybuf4s50_1 -> ha_1 -> a211oi_4 -> buf_4 -> buf_4 -> nor2_1 -> a311oi_2 -> xnor2_1 -> buf_2",
        "worst-path-buf-inv": 4,
        "critPathTopFamily": "buffers and inverters",
    },
    "grt": {
        "grt_overflow_total": 0,
        "grt_max_degree": 4,
        "grt_pass1_vias": 391,
        "antenna_found_initial": 0,
        "grt_pass1_wl_um": 1780,
        "grt_usage_pct": 3.31,
    },
    "floorplanning": {
        "fp-utilization_pct": 8.94,
        "die_h_um": 80,
        "dieArea_um2": 6400,
        "core_area_um2": 3420,
        "io_pins": 26,
        "die_w_um": 80,
        "rows": 21,
    },
    "yosys": {
        "syn_avg_cell_area_um2": 8.48,
        "yosys.area.top_type": "ha_1",
        "ys_cells": 36,
        "yosys_area_um2": 305,
        "synthCells": 36,
        "synthTopCellsByCount": "8 x ha_1, 5 x xnor2_1, 4 x inv_1",
        "yosysUniqueCellTypes": 18,
        "synth_top_cell_by_count": "ha_1",
        "ys_seq_share_pct": 0,
        "area_leaders": "ha_1 33%, xnor2_1 14%, fa_1 6.6%",
        "netlist_area_um2": 305,
        "ys_warn_count": 0,
        "yosysTopAreaCellShare_pct": 32.8,
    },
    "final_layout": {
        "clock_buffers": 0,
        "seq_area_um2": 0,
        "final_core_util_pct": 21.4,
        "area_delta_synth_final_pct": 139,
        "fill_cells": 372,
        "fin_cells": 117,
        "area.combinational_um2": 330,
        "drive_gt1_share_pct": 25.4,
        "seq_cells": 0,
        "fin_area_um2": 729,
    },
    "min_path": {
        "holdPathStages": 6,
        "hp-start": "a[0]",
        "min_to": "sum[2]",
        "min_path_type": "in -> out",
    },
    "power_and_ir_drop": {
        "leakage_nw": 0.327,
        "peakVddDrop_uv": 88.1,
        "power.density_nw_per_um2": 191,
    },
    "run": {
        "cap_violations": 0,
        "warnings": 33,
    },
    "run_status": {
        "outcome": "completed",
    },
    "clocking": {
        "ctsHoldBuffers": 0,
    },
}
[power breakdown]
group / internal, mW / leakage, nW / switching [mW]
Combinational: 0.0925 / 0.327 / 0.0471
Sequential: 0 / 0 / 0
Clock: 0 / 0 / 0
Total: 0.0925 / 0.327 / 0.0471
[routing by layer]
layer,vias up,part of all wire (%),GRT usage [%]
met5,-,0,0
met4,0,0,0
met3,0,5.6,0.568
met2,13,46,5.70
met1,169,48,4.44
li1,200,-,-
[worst max path at each step]
stage / from / to / slack (ns) / cells past startpoint
after CTS: a[0] / sum[6] / -0.16 / 7
after global routing: a[1] / sum[5] / 0.04 / 9
final: a[1] / sum[5] / 0.16 / 9
[cell usage in the layout (no fill, tap or decap)]
cell             instances
clkdlybuf4s50_1         19
buf_4                    9
xnor2_1                  5
fa_1                     1
a311oi_2                 1
a21o_2                   1
a21o_1                   1
o21ai_2                  1
a211oi_4                 1
a21oi_1                  2
a2111oi_2                1
inv_1                    4
ha_4                     1
buf_2                    1
nor4b_2                  1
nor2b_1                  1
a21oi_2                  1
nand2_1                  1
xor2_1                   1
ha_1                     7
nor2_1                   3
a211oi_1                 1
dlymetal6s2s_1           3
o21bai_1                 1
dlygate4sd2_1            3
[layout make-up]
| type | count | share of cell area [%] |
|---|---|---|
| Multi-Input combinational cell | 32 | 45.3 |
| Timing Repair Buffer | 35 | 44.8 |
| Tap cell | 46 | 7.89 |
| Inverter | 4 | 2.06 |
[per-stage QoR]
step | TNS [ns] | setup slack, ns | power, mW
global placement | -0.880 | -0.345 | 0.137
floorplan | 0 | 0.722 | 0.0476
global route | 0 | 0.0363 | 0.154
CTS | -0.159 | -0.159 | 0.137
finish | 0 | 0.156 | 0.140
detailed placement | -0.901 | -0.339 | 0.137
[cell families after synthesis]
kind of cell | share of synthesized area, %
xor+xnor | 17.2
compound gates | 28.7
fa+ha+maj | 39.3
buf+inv | 4.92
simple gates | 9.84
[timing repair]
item / in CTS / in global routing
resized: 8 / 7
buffers inserted: 2 / 0
pin swaps: 9 / 7
endpoints found under the hold margin: 0 / 0
setup endpoints to repair: 5 / 3
[tightest hold or removal path, stage by stage]
cell            delay, ns
dlymetal6s2s_1       0.14
ha_4                 0.17
a21o_2               0.09
a211oi_1             0.06
nor2_1               0.07
dlygate4sd2_1        0.21
No activity file was given, so power comes from the tool's default toggle rates.
